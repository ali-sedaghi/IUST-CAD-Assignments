<file path="config.mk">
export PLATFORM = sky130hd
export DESIGN_NAME = CarryLookAhead16
export DESIGN_NICKNAME = CarryLookAhead16
export VERILOG_FILES = /design/flow/design.v
export SDC_FILE = /design/flow/constraint.sdc
export NUM_CORES = 4
export LEC_CHECK = 1
export CORE_AREA = 10 10 70 70
export DIE_AREA = 0 0 80 80
</file>
<file path="design.v">
`timescale 1ns / 1ps
module CarryLookAhead16(a,b, cin, sum,cout);
input [15:0] a,b;
input cin;
output [15:0] sum;
output cout;
wire c1,c2,c3;
CarryLookAhead4 cla1(a[3:0], b[3:0], cin, sum[3:0], c1);
CarryLookAhead4 cla2(a[7:4], b[7:4], c1, sum[7:4], c2);
CarryLookAhead4 cla3(a[11:8], b[11:8], c2, sum[11:8], c3);
CarryLookAhead4 cla4(a[15:12], b[15:12], c3, sum[15:12], cout);
endmodule
module CarryLookAhead4(a,b, cin, sum,cout);
input [3:0] a,b;
input cin;
output [3:0] sum;
output cout;
wire [3:0] p,g,c;
assign p=a^b;
assign g=a&b;
assign c[0]=cin;
assign c[1]= g[0]|(p[0]&c[0]);
assign c[2]= g[1] | (p[1]&g[0]) | p[1]&p[0]&c[0];
assign c[3]= g[2] | (p[2]&g[1]) | p[2]&p[1]&g[0] | p[2]&p[1]&p[0]&c[0];
assign cout= g[3] | (p[3]&g[2]) | p[3]&p[2]&g[1] | p[3]&p[2]&p[1]&g[0] | p[3]&p[2]&p[1]&p[0]&c[0];
assign sum=p^c;
endmodule
</file>
<file path="run.sh">
#!/bin/bash
# OpenROAD 26Q1-2900-gdf79404cd8, Yosys 0.63+post, stock flow scripts
make -C /OpenROAD-flow-scripts/flow DESIGN_CONFIG=/design/flow/config.mk WORK_HOME=/design/flow/orfs finish
</file>
<file path="constraint.sdc">
current_design CarryLookAhead16

set clk_period 7.4
set clk_io_pct 0.2

create_clock -name clk0 -period $clk_period

set non_clock_inputs [all_inputs -no_clocks]
set_input_delay [expr $clk_period * $clk_io_pct] -clock clk0 $non_clock_inputs
set_output_delay [expr $clk_period * $clk_io_pct] -clock clk0 [all_outputs]
</file>
==> results.txt <==
The run has ended; figures from its reports follow.

The flow ran to the end, and the final reports show no timing, DRC or antenna violations. Per Yosys stat, the portion of area used by sequential elements is 0%. The initial antenna violation count was 0. The power density relative to cell area is 87.61 nW/um2. Sorting the synthesized cells by area gives the leading types as ha_1 33%, fa_1 13%, xnor2_1 12%. The max-slew violation total from the final report came out at 0. The die covers 6400 um2.

The highest ir drop seen on vdd is 0.03063 mV. The total DRC errors in the routed layout came out at 0. The worst min-delay path class is input port to output pin. The library cells used most frequently in the layout, excluding fill and tap cells, are 50 x clkdlybuf4s50_1, 16 x ha_1, 8 x xnor2_1. The flop count came out at 0. The headroom to the max-slew limit came out at 87.54%. The number of cell rows is 21.

After synthesis, the design contains 66 cells according to Yosys. The per-cell routed wire length came out at 12.16 um. The weighted congestion reported at the end of routability-driven placement came out at 0.7658.

Setup repair after global routing left no endpoint under its margin. The sum of overflow across all layers after global routing is 0. The region available for standard cell placement spans 3416 um2. The kind of launch point of the worst setup path is an input port. The worst path needs 5.894 ns of the cycle, external delays included. The wire-length estimate of the detail-placed layout is 1867 um. The initial utilization of the core area, before any placement, comes to 17.77%. The worst setup path is captured at an output pin. In this run, distinct cell masters in the synthesized netlist total 20. Buffers placed on the I/O ports in this run total 50.

The worst hold path depth came out at 5. The iteration count recorded for the first detailed-route pass is 2. Once the clock tree was built, the setup fixing pass inserted 0 buffers.

The count of endpoints failing hold in the final timing report is 0. The detailed router's first-iteration violation count came out at 3. Based on the critical path, the design can be clocked at up to 0.1697 GHz.

The area taken by flip-flops and latches came out at 0 um2. At the worst endpoint, the required time is 5.92 ns. The number of cells produced by synthesis is 66.

The pin slew with the least headroom to its limit came out at 0.1860 ns. The number of max-capacitance violations reported is 0. The number of antenna-violating nets in the routed design is 0. The area growth from synthesis to final layout came out at 91.96%. The first global-routing pass estimated 3042 um of wire. The leakage power total is 0.5211 nW. The number of setup violations in the final report is 0. Summing over every cut layer, the via total after detailed routing is 662. Counting the warning lines in the Yosys log gives 0. The boundary pin count came out at 50.

The combined global-route utilization of all metal layers came out at 5.642%. The share of the synthesized area in the top cell type is 32.99%. The share of layout cells above drive strength 1 came out at 1.724%.

The final layout report lists a clock buffer count of 0. Summed over all layers, the routed wires come to 1970 um. The horizontal die dimension came out at 80 um. In this run the worst path has a maximum fanout of 4. The via count of the first global-routing pass is 729. Among logic cells in the layout, the one with the most instances is clkdlybuf4s50_1.

The worst setup margin came out at 1.506 ns. The post-CTS resize count is 0. The average size of a mapped cell is 9.194 um2. The number of warnings in the stage logs came out at 32.

The cell area that synthesis handed to floorplanning was 606.8 um2. The average vias per placed instance is 4.086. The largest net degree at the start of global routing came out at 5.

The report puts the hold buffer count at CTS at 0. The final critical-path share of the clock period is 79.64%. The worst setup path is of the input port to output pin kind.

The cell type that accounts for the most area after synthesis is ha_1. The post-synth area from yosys stat came out at 606.8 um2. The setup slack at placement came out at 1.511 ns. The arrival time of the worst setup path is 4.41 ns.

For the final routed database, the setup TNS stands at 0 ns. The height of the die is 80 um. The number of inserted diodes came out at 0.
[Yosys cell counts]
master    count
a31oi_1       2
nor2_1        2
o22ai_1       1
or2_1         1
nand3_1       1
inv_1         6
a31o_2        1
fa_1          4
a21o_1        7
o21bai_1      1
a41oi_2       1
xor2_1        4
xnor2_1       8
and4_1        1
ha_1         16
nor2b_1       2
a221o_1       2
a31o_1        1
a21oi_1       4
and3_1        1
[where the power goes]
group	total [mW]	internal [mW]	leakage (nW)	switching, mW
clock	0	0	0	0
sequential	0	0	0	0
combinational	0.102	0.0705	0.521	0.0316
total	0.102	0.0705	0.521	0.0316
[area by class of cell]
cell class	count	area (um2)
inverters	6	22.52
fillers	355	2251
well taps	46	57.56
repair buffers	50	500.5
multi-input cells	60	584.3
[worst max-delay path, cell delays in order]
cell and delay [ns]:
clkdlybuf4s50_1 0.41, ha_1 0.35, a21o_1 0.19, a221o_1 0.34, a31o_1 0.23, a221o_1 0.38
fa_1 0.39, xor2_1 0.17, clkdlybuf4s50_1 0.49
[final timing paths]
path              start      end  slack [ns]
setup / recovery   a[6]  sum[13]        1.51
hold / removal      cin   sum[0]        4.04
[logic make-up (layout without fill, tap and decap cells)]
family | after synthesis | after routing | share of synthesized area [%]
adders and majority gates | 20 | 20 | 46.19
AOI/OAI and AO/OA | 20 | 20 | 25.16
xor gates and xnor gates | 12 | 12 | 17.32
and+or+nand+nor | 8 | 8 | 7.630
buffers and inverters | 6 | 56 | 3.711
[metrics by stage]
stage               hold WS (ns)  total power, mW  std cells  utilization [%]  cell area [um2]
floorplan                  3.067          0.03775         66                -            606.8
global placement           4.034           0.1034        162            34.10             1165
detailed placement         4.047           0.1042        162            34.10             1165
CTS                        4.049           0.1049        162            34.10             1165
global route               4.069           0.1136        162            34.10             1165
finish                     4.037           0.1021        162            34.10             1165
[per-layer routing]
layer,routed length (um),global-route usage (%),vias to the layer above
li1,-,-,346
met1,743,5.894,294
met2,1018,11.00,22
met3,208,2.045,0
met4,0,0,0
met5,0,0,-
Power is estimated from default activity; no workload was simulated.
