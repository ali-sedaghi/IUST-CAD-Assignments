File: design/flow/run.sh
#!/bin/bash
# OpenROAD 26Q1-2900-gdf79404cd8, Yosys 0.63+post, stock flow scripts
make -C /OpenROAD-flow-scripts/flow DESIGN_CONFIG=/design/flow/config.mk WORK_HOME=/design/flow/orfs finish
File: design/flow/config.mk
export PLATFORM = sky130hd
export DESIGN_NAME = mux_32b_4_to_1_assign
export DESIGN_NICKNAME = mux_32b_4_to_1_assign
export VERILOG_FILES = /design/flow/design.v
export SDC_FILE = /design/flow/constraint.sdc
export NUM_CORES = 4
export LEC_CHECK = 1
export CORE_AREA = 10 10 76 76
export DIE_AREA = 0 0 86 86
File: design/flow/constraint.sdc
current_design mux_32b_4_to_1_assign

set clk_period 1.5
set clk_io_pct 0.2

create_clock -name clk0 -period $clk_period

set non_clock_inputs [all_inputs -no_clocks]
set_input_delay [expr $clk_period * $clk_io_pct] -clock clk0 $non_clock_inputs
set_output_delay [expr $clk_period * $clk_io_pct] -clock clk0 [all_outputs]
File: design/flow/design.v
`timescale 1ns / 1ps
module mux_32b_4_to_1_assign (
	input [31:0] a,
	input [31:0] b,
	input [31:0] c,
	input [31:0] d,
	input [1:0] sel, 
	output [31:0] out);
   assign out = sel[1] ? (sel[0] ? d : c) : (sel[0] ? b : a);  
endmodule
==> metrics.log <==
[flow] final metrics
[metrics] status: finished with violations
[metrics] failing checks: negative setup slack
[metrics] post-route ant nets: 0
[metrics] maximum clock frequency: 666.3 MHz
[metrics] via count: 1192
[metrics] fill cell count: 405
[metrics] detail-routed via count per cell: 4.711
[metrics] total track usage: 0.1587
[metrics] final critical-path required period: 1.501 ns
[metrics] cells traversed along the worst timing path: buf_12, buf_12, mux4_2, buf_2
[metrics] initial antenna violation count: 0
[metrics] num rows: 23
[metrics] final RePlAce weighted congestion: 0.8198
[metrics] IR Drop Worst-Case VDD: 0.1065 mV
[metrics] cell area after layout: 0.002277 mm^2
[metrics] total core area: 0.004115 mm^2
[metrics] ratio of final minimum period to clock period: 1.001
[metrics] number of distinct library cell variants in the gate-level netlist after synthesis: 5
[metrics] number of top-level pins: 162
[metrics] total power draw: 0.5506 mW
[metrics] Die Height: 86 um
[metrics] first-iteration detailed-routing DRC count: 27
[metrics] post-synthesis cell type with the largest combined area: sky130_fd_sc_hd__mux4_2
[metrics] final setup vio count: 1
[metrics] slew at the pin closest to its max-slew limit: 0.1345 ns
[metrics] CP delay by family, top: multiplexers
[metrics] DRT Pass-1 Iters: 4
[metrics] total power density per cell area: 241.8 mW/mm^2
[metrics] hold crit path type: in2out
[metrics] mean area per synthesized cell: 20.89 um^2
[metrics] Setup TNS: -0.0008712 ns
[metrics] final-report max-slew violation count: 0
[metrics] unrepaired setup endpoints after global routing: true
[metrics] cell with the most instances on the worst path: sky130_fd_sc_hd__buf_12
[metrics] leakage power: 1.110 nW
[metrics] wire length after detailed routing: 5915 um
[metrics] Setup crit end kind: primary output
[metrics] via count of the first global-routing pass: 1425
[metrics] clkbuf count: 0
[metrics] minimum hold slack: 1.084 ns
[metrics] worst path buffer plus inverter count: 3
[metrics] final worst setup slack: -0.0008712 ns
[metrics] dpl hpwl: 5286 um
[metrics] number of cell instances after yosys synthesis: 39
[metrics] delay of the slowest cell on the worst path: 0.50 ns
[metrics] Flop area: 0 um^2
[metrics] tally of OpenROAD warnings: 35
[metrics] worst slew margin relative to its limit: 0.9103
[metrics] area share of the largest cell type after synthesis: 0.8295
[metrics] average wire per standard cell: 23.38 um
[metrics] total gr overflow: 0
[metrics] Core Util at FP: 0.1979
[metrics] placed cell area: 0.002482 mm^2
[metrics] Buffers on Ports: 162
[metrics] die extent in x: 86 um
[metrics] proportion of layout cells with a drive suffix above 1: 0.3695
[metrics] Hold Vio Cnt, Final: 0
[metrics] antenna cells: 0
[metrics] area reported by Yosys stat: 814.5 um^2
[metrics] number of hold buffers added after cts: 0
[metrics] Max-cap violations: 0
[metrics] count of sequential standard cells: 0
[metrics] maximum number of pins on one net before global-route repair: 12
[metrics] cell with the biggest individual delay on the critical path: sky130_fd_sc_hd__mux4_2
[metrics] global-route wire length before repair: 9018 um
[metrics] synthesized instance count: 39
[metrics] die footprint: 0.007396 mm^2
[metrics] tally of yosys warning messages: 0
[metrics] main area contributors after synthesis: sky130_fd_sc_hd__mux4_2, sky130_fd_sc_hd__buf_12, sky130_fd_sc_hd__mux4_1
[metrics] crit path DAT: 1.20 ns
[metrics] worst setup slack before clock tree synthesis: -0.6122 ns
[metrics] required time of the critical path: 1.20 ns
[metrics] post-synthesis sequential area ratio: 0
[metrics] DRC violations left: 0
[metrics] critical path type: in2out
[metrics] top fanout value on the critical path: 7
[metrics] post-synth design cell area: 814.5 um^2
[metrics] Critical Path Source Type: input port
[metrics] synthesis-to-finish area growth: 179.6%
power by group:
part	total [mW]	switching [mW]	leakage, nW	internal, mW
sequential	0	0	0	0
clock	0	0	0	0
combinational	0.551	0.137	1.11	0.413
total	0.551	0.137	1.11	0.413
synthesized netlist by cell type:
cell and number:
sky130_fd_sc_hd__buf_12 3, sky130_fd_sc_hd__buf_2 3, sky130_fd_sc_hd__buf_6 1, sky130_fd_sc_hd__mux4_1 2
sky130_fd_sc_hd__mux4_2 30
metrics by stage:
stage               cells    util
floorplan              39       -
global placement      249  0.6032
detailed placement    249  0.6032
CTS                   253  0.5534
global route          253  0.5534
finish                253  0.5534
cell type report:
cell class | instances | area [um^2] | share of cell area
multi-input combinational | 32 | 720.7 | 0.3165
tap | 50 | 62.56 | 0.02747
timing repair buffer | 171 | 1494 | 0.6560
kinds of logic (layout without fill, tap and decap cells):
logic type	count (synthesis)	after routing	share of synthesized area
buf+inv	7	171	0.1060
mux	32	32	0.8940
tightest hold or removal path, delay by kind of cell:
family,cells,cell delay [ns]
buffers and inverters,2,0.28
multiplexers,1,0.21
routing by layer:
metal | up-vias | share of wire | GRT usage
met3 | 2 | 0.10 | 0.05910
met1 | 572 | 0.36 | 0.1853
met5 | - | 0 | 0
met2 | 83 | 0.53 | 0.2847
met4 | 0 | 0.0046 | 0.005988
li1 | 535 | - | -
worst paths after layout:
path / depth (start not counted) / endpoint / slack, ns / from
setup / recovery: 4 / out[25] / -0.0009 / sel[0]
hold / removal: 3 / out[22] / 1.08 / d[22]
repair_timing:
item	4_1_cts	5_1_grt
cloned	3	0
endpoints found under the setup margin	32	23
resized	244	0
buffers inserted	1	0
placed cells by master (no fill, tap or decap):
master and count:
sky130_fd_sc_hd__buf_12 4, sky130_fd_sc_hd__buf_16 2, sky130_fd_sc_hd__buf_2 32, sky130_fd_sc_hd__buf_4 1, sky130_fd_sc_hd__buf_6 2, sky130_fd_sc_hd__buf_8 1, sky130_fd_sc_hd__bufbuf_16 1, sky130_fd_sc_hd__dlygate4sd2_1 128
sky130_fd_sc_hd__mux4_2 32
No activity file was given, so power comes from the tool's default toggle rates.
