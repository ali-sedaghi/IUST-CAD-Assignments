$ cat flow/run.sh
#!/bin/bash
# OpenROAD 26Q1-2900-gdf79404cd8, Yosys 0.63+post, stock flow scripts
make -C /OpenROAD-flow-scripts/flow DESIGN_CONFIG=/design/flow/config.mk WORK_HOME=/design/flow/orfs finish
$ cat flow/config.mk
export PLATFORM = sky130hd
export DESIGN_NAME = fifo
export DESIGN_NICKNAME = fifo
export VERILOG_FILES = /design/flow/design.v
export SDC_FILE = /design/flow/constraint.sdc
export NUM_CORES = 4
export LEC_CHECK = 1
export CORE_UTILIZATION = 50
$ cat flow/constraint.sdc
current_design fifo

set clk_period 6.8
set clk_io_pct 0.2

create_clock -name clk0 -period $clk_period [get_ports {clk}]

set non_clock_inputs [all_inputs -no_clocks]
set_input_delay [expr $clk_period * $clk_io_pct] -clock clk0 $non_clock_inputs
set_output_delay [expr $clk_period * $clk_io_pct] -clock clk0 [all_outputs]
$ cat flow/design.v
module fifo(data_out, full, ready, overflow, clk, rst, wr, rd, data_in);
	input wr, rd, clk, rst;
	input[7:0] data_in;
	output[7:0] data_out;
	output full, ready, overflow;
	wire[4:0] wptr,rptr;
	wire fifo_we, fifo_rd;
	write_pointer top1(wptr, fifo_we, wr, full, clk, rst);
	read_pointer top2(rptr, fifo_rd, rd, ready, clk, rst);
	memory top3(data_out, data_in, clk, fifo_we, wptr, rptr);
	status top4(full, ready, overflow, wr, rd, fifo_we, fifo_rd, wptr, rptr, clk, rst);
endmodule
module memory(data_out, data_in, clk, fifo_we, wptr, rptr);
	input[7:0] data_in;
	input clk, fifo_we;
	input[4:0] wptr, rptr;
	output[7:0] data_out;
	reg[7:0] data_out2[15:0];
	wire[7:0] data_out;
	always @(posedge clk)
	begin
	if(fifo_we)
		data_out2[wptr[3:0]] <= data_in;
	end
	assign data_out = data_out2[rptr[3:0]];
endmodule
module read_pointer(rptr, fifo_rd, rd, ready, clk, rst);
	input rd, ready, clk, rst;
	output[4:0] rptr;
	output fifo_rd;
	reg[4:0] rptr;
	assign fifo_rd = (~ready) & rd;
	always @(posedge clk or negedge rst)
	begin
	if(~rst)
		rptr <= 5'b000000;
	else if(fifo_rd)
		rptr <= rptr + 5'b000001;
	else
		rptr <= rptr;
	end
endmodule
module status(full, ready, overflow, wr, rd, fifo_we, fifo_rd, wptr, rptr, clk, rst);
	input wr, rd, fifo_we, fifo_rd, clk, rst;
	input[4:0] wptr, rptr;
	output full, ready, overflow;
	wire fbit_comp, overflow_set;
	wire pointer_equal;
	wire[4:0] pointer_result;
	reg full, ready, overflow;
	assign fbit_comp = wptr[4] ^ rptr[4];
	assign pointer_equal = (wptr[3:0] - rptr[3:0]) ? 0 : 1;
	assign pointer_result = wptr[4:0] - rptr[4:0];
	assign overflow_set = full & wr;
	always @(*)
	begin
		full = fbit_comp & pointer_equal;
		ready = (~fbit_comp) & pointer_equal;
	end
	always @(posedge clk or negedge rst)
	begin
		if(~rst)
			overflow <= 0;
		else if((overflow_set == 1) && (fifo_rd == 0))
			overflow <= 1;
		else if(fifo_rd)
			overflow <= 0;
		else
			overflow <= overflow;
	end
endmodule
module write_pointer(wptr, fifo_we, wr, full, clk, rst);
	input wr, full, clk, rst;
	output[4:0] wptr;
	output fifo_we;
	reg[4:0] wptr;
	assign fifo_we = (~full) & wr;
	always @(posedge clk or negedge rst)
	begin
   if(~rst)
		wptr <= 5'b000000;
   else if(fifo_we)
		wptr <= wptr + 5'b000001;
	else
		wptr <= wptr;
	end
endmodule
==> results.yml <==
# synthesis and place-and-route metrics
cells_and_area:
  nFillCells: 783
  layout-drive-gt1-share: 0.282
  fin_util: 0.608
  final_design_area_no_fill_um2: 6590
  areaGrowthSynthToFinish_pct: 18.1
  layout.area.comb_um2: 1370
  register_area_um2: 4120
final_timing:
  fin_worst_skew_ns: 0.0113
  min_period_over_period: 0.676
  unrepaired_setup_endpoints_after_global_routing: "false"
  slew_viol_final: 0
  final.min_clock_period_ns: 4.59
  achievable-frequency_mhz: 218
  report.final.setup_viol: 0
  holdWs_ns: 0.494
  setup_slack_ns: 2.21
  worstMarginPinSlew_ns: 0.890
  fin_setup_tns_ns: 0
  finalHoldViolCount: 0
  maxSlewHeadroom: 0.404
global_route:
  grt_max_degree: 37
  grt_util_all_layers: 0.218
  grt_overflow: 0
  vias_in_the_first_global_route: 2818
  number_of_antenna_violations_at_the_first_check_in_global_routing: 0
  grt_pass1_wl_um: 16100
clocking:
  cts_num_sinks: 139
  worst_setup_hold_path_clk_slew_ns: 0.06
  tritoncts: "done"
  clock_path_buffers: 2
  cts_repair_resize_count: 0
  clock_insertion_delay_worst_skew_ns: 0.52
  cts_hold_buffers: 0
  clockRootBuffer: "sky130_fd_sc_hd__clkbuf_8"
  post_cts_buffers: 0
  cts_inserted_buffers: 17
  cts-htree-levels: 4
logic_synthesis:
  simple_share: 0.0352
  yosys.area_share.xor_xnor: 0.0186
  synth.avg_cell_area_um2: 21.1
  synth.cellmix.adderShare: 0.0179
  synth.ff_latch_count: 139
  yosysSeqAreaShare: 0.738
  synth_warnings: 4
  topCombFamilyByArea: "multiplexers"
  synth.yosys.num_cells: 264
  ys_sh_mux: 0.165
  post_synth_instance_area_um2: 5580
  synth.lib_cells_used.distinct: 31
  ys_sh_aoi: 0.00852
  ys_area_um2: 5580
  number_of_instances_in_the_synthesized_netlist: 264
placement:
  place_worst_setup_slack_ns: 2.70
  gpl.final_weighted_congestion: 0.823
  port-buffer-count: 22
  hpwlAfterDp_um: 6300
  placement.cell_area_um2: 5970
worst_setup_path:
  critical_path.endpoint_type: "primary output"
  critPathKind: "flip-flop to primary output"
  arrival_ns: 3.23
  setup.worst_path.start_class: "flip-flop"
  worst_ep_required_time_ns: 5.44
  critical_path_peak_fanout: 11
floorplan:
  chip_area_um2: 11600
  die_h_um: 108
  floorplan.rows: 38
  floorplan.core_util: 0.515
  dieWidth_um: 108
  design.portCount: 23
  core-area_um2: 10800
power:
  max-vdd-ir-drop_uv: 209
  static-leakage-power_uw: 0.00219
  power_density_nw_per_um2: 443
run_status:
  run_status: "finished, final reports clean"
routing:
  iteration_count_of_the_initial_detailed_routing_pass: 4
  final_antenna_net_count: 0
  drt_iter0_drc: 122
  antennaDiodeCount: 0
  via_count: 2603
  route.detailed.vias_per_inst: 5.76
  post-route-drc-count: 0
  wl_um: 10100
  route.detailed.wl_per_inst_um: 22.3
min_path:
  min_path_type: "flip-flop to flip-flop"
run:
  stage_log_warnings: 28
  drv.max_cap_violation_count: 0
[layout make-up]
type	count	area share
well taps	140	0.0266
flip-flops and latches	139	0.625
inverters	5	0.00285
repair buffers	30	0.0425
multi-input cells	107	0.208
clock inverters	14	0.0323
clock buffers	17	0.0628
[flip-flops by register name, indices dropped and copies added, names as in the netlist]
register	cells
top1.wptr	5
top2.rptr	5
top3.data_out2	128
top4.overflow	1
[Yosys cell counts, drive strengths merged]
cell	count	area, um2
a2111o	1	12.5
a21oi	3	15.0
nor3	6	35.0
xnor2	6	52.6
dfrtp	11	275
xor2	5	51.3
nand3	6	35.0
a211oi	1	12.5
nand4	2	12.5
mux4	40	901
nor2	14	52.6
ha	8	100
mux2	2	22.5
nand3b	1	7.51
inv	5	18.8
nand2	7	28.8
clkbuf	5	18.8
nor2b	1	6.26
a21o	1	7.51
buf	8	53.8
edfxtp	128	3840
nand2b	3	18.8
[per-layer routing]
layer	wire (um)	global-route usage	vias to the layer above	part of all wire
met5	0	0	-	0
met2	4660	0.296	104	0.46
met1	4250	0.387	1328	0.42
met4	123	0.0225	0	0.012
met3	1050	0.110	11	0.10
li1	-	-	1160	-
[where the power goes]
| group | switching [uW] | leakage, uW | internal, uW |
|---|---|---|---|
| sequential | 104 | 0.00129 | 1050 |
| combinational | 354 | 0.000598 | 456 |
| clock | 358 | 0.000301 | 604 |
[per-stage QoR]
step,total power [uW],cells
global placement,1990,421
CTS,2950,452
detailed placement,1990,421
global route,3070,452
floorplan,1700,264
finish,2920,452
[kinds of logic after synthesis]
logic type,Yosys count
xor+xnor,11
buf+inv,18
simple gates,40
compound gates,6
fa+ha+maj,8
flops,139
mux,42
[layout by cell type, fill, tap and decap left out, drive strengths merged]
cell type	instances
nand3	6
a211oi	1
a21oi	3
buf	8
nand4	2
nand2b	3
nand2	7
bufinv	4
clkinv	3
nand3b	1
ha	8
nor2b	1
mux2	2
nor3	6
clkinvlp	2
dfrtp	11
clkdlybuf4s50	22
clkbuf	17
xnor2	6
mux4	40
a2111o	1
nor2	14
inv	10
edfxtp	128
a21o	1
xor2	5
[path summary, 6_finish.rpt]
kind	start	end	slack [ns]	cells after the start
hold / removal	top1.wptr[4]	top1.wptr[4]	0.49	1
setup / recovery	top2.rptr[2]	full	2.21	7
setup reg to reg	top2.rptr[2]	top3.data_out2[13][3]	3.63	7
min in group asynchronous	rst	top2.rptr[3]	1.20	1
hold reg to reg	top1.wptr[4]	top1.wptr[4]	0.49	1
max in group asynchronous	rst	top2.rptr[0]	5.20	1
[worst max-delay path, stage by stage, from the launching register on]
cell and delay (ns):
sky130_fd_sc_hd__dfrtp_1 0.72, sky130_fd_sc_hd__inv_1 0.17, sky130_fd_sc_hd__ha_1 0.37, sky130_fd_sc_hd__a21oi_1 0.18, sky130_fd_sc_hd__nand3_1 0.14, sky130_fd_sc_hd__a2111o_2 0.57
sky130_fd_sc_hd__inv_2 0.11, sky130_fd_sc_hd__clkdlybuf4s50_1 0.45
No activity file was given, so power comes from the tool's default toggle rates.
